File: flow/design.v
module IF_top(
              input logic clk,
              input logic reset,
              input logic pc_src,
              input logic pc_write_zero, 
              input logic[15:0] dest_pc,
              output logic[31:0] instr,
              output logic[15:0] pc  ,
              output logic[15:0] pc_plus4            
              );
              wire[15:0] pc_new;
              instruction_memory IM(
                                    .clk(clk),
                                    .pc(pc),
                                    .instr(instr)
                                    );
              PC Pc(
                    .clk(clk),
                    .reset(reset),
                    .pc_new(pc_new),
                    .pc_write_zero(pc_write_zero),
                    .pc(pc)
                    );
             pc_adder_1 PC_adder_1(
                                   .pc(pc),
                                   .pc_plus4(pc_plus4)
                                   );
             pc_new_mux PC_new_mux(
                                   .pc_plus4(pc_plus4),
                                   .dest_pc(dest_pc),
                                   .pc_src(pc_src),
                                   .pc_new(pc_new)
                                   );
endmodule          
module PC( 
          input logic clk,
          input logic reset,
          input logic[15:0] pc_new,
          input logic pc_write_zero,
          output logic[15:0] pc
          );
          always @(posedge clk) begin
                if(reset == 1'b1)
                     pc <= {32{1'b0}};
                else if(pc_write_zero == 1'b1)
                     pc <= pc;
                else
                    pc <= pc_new;      
         end
endmodule        
module instruction_fetch_pipeline(
                                  input logic clk,
                                  input logic reset,
                                  input logic pc_src,
                                  input logic IF_pipeline_write_zero,
                                  input logic pc_write_zero,
                                  input logic[15:0] dest_pc,
                                  output logic[31:0] instr_D,
                                  output logic[15:0] pc_D,
                                  output logic[15:0] pc_plus4D
                                  );
                                  wire[15:0] pc_IF;
                                  wire[31:0] instr_IF;
                                  wire[15:0] pc_plus4_IF;
                                  logic[15:0] pc_IFp;
                                  logic[31:0] instr_IFp;
                                  logic[15:0] pc_plus4_IFp;
                                  IF_top IF_stage(
                                         .clk(clk),
                                         .reset(reset),
                                         .pc_src(pc_src),
                                         .pc_write_zero(pc_write_zero),
                                         .dest_pc(dest_pc),
                                         .instr(instr_IF),
                                         .pc(pc_IF),
                                         .pc_plus4(pc_plus4_IF)
                                         );
                                always @(posedge clk) begin
                                         if(reset == 1'b1 || IF_pipeline_write_zero == 1'b1) begin
                                                  pc_IFp <= 0;
                                                  instr_IFp <= 0; 
                                                  pc_plus4_IFp <= 0;
                                         end
                                         else begin
                                             pc_IFp <= pc_IF;
                                             instr_IFp <= instr_IF;
                                             pc_plus4_IFp <= pc_plus4_IF;
                                         end
                                 end
                                 assign instr_D =  instr_IFp ;
                                 assign pc_D = pc_IFp;
                                 assign pc_plus4D = pc_plus4_IFp;
endmodule
module instruction_memory(
                          input logic [15:0] pc,
                          input logic clk,
                          output logic[31:0] instr
                          );
                          logic[31:0] memory[2047:0];
                          always @(posedge clk) begin
                                 instr <= memory[pc[15:2]];
                          end
                          initial begin
                          memory[0] = 32'b0000000_01001_10101_000_01001_0110011;
                          memory[1] = 32'b000000000001_01001_000_01001_0010011;
                          memory[2] = 32'b0000011_01001_01010_010_11000_0100011;
                          memory[3] = 32'b00000000010000011010000100000011;
                          memory[4] = 32'b00110000101010011000101001100011;
                          end
endmodule
module pc_adder_1(
                  input logic[15:0] pc,
                  output logic[15:0] pc_plus4
                  );
                  assign pc_plus4 = pc + 16'b0000_0000_0000_0100;
endmodule
module pc_new_mux(
                  input logic[15:0] pc_plus4,
                  input logic[15:0] dest_pc,
                  input logic pc_src,
                  output logic[15:0] pc_new
                  );
                 assign pc_new = (pc_src)?dest_pc : pc_plus4;
endmodule
File: flow/config.mk
export PLATFORM = sky130hd
export DESIGN_NAME = instruction_fetch_pipeline
export DESIGN_NICKNAME = instruction_fetch_pipeline
export VERILOG_FILES = /design/flow/design.v
export SDC_FILE = /design/flow/constraint.sdc
export NUM_CORES = 4
export LEC_CHECK = 1
export CORE_UTILIZATION = 40
export SYNTH_MEMORY_MAX_BITS = 65536
File: flow/run.sh
#!/bin/bash
# OpenROAD 26Q1-2900-gdf79404cd8, Yosys 0.63+post, stock flow scripts
make -C /OpenROAD-flow-scripts/flow DESIGN_CONFIG=/design/flow/config.mk WORK_HOME=/design/flow/orfs finish
File: flow/constraint.sdc
current_design instruction_fetch_pipeline

set clk_period 3.5
set clk_io_pct 0.2

create_clock -name clk0 -period $clk_period [get_ports {clk}]

set non_clock_inputs [all_inputs -no_clocks]
set_input_delay [expr $clk_period * $clk_io_pct] -clock clk0 $non_clock_inputs
set_output_delay [expr $clk_period * $clk_io_pct] -clock clk0 [all_outputs]
==> flow_metrics.rpt <==
FLOW METRICS REPORT
----------------------------------------------------
[Power]
  Leak Pwr ........................ 1.36 nW
  Pwr dens ........................ 457 mW/mm^2
  Maximum resistive drop on vdd ........................ approximately 0.00021 V

[Synthesis]
  Average footprint of a synthesized cell ........................ 9.54 sq um
  Area contributors post-synth ........................ dfxtp_1 53%, and2_1 6.6%, buf_4 5.4%
  Sequential-to-total area share from yosys stat ........................ between 50% and 60%
  Area figure in the yosys stat output ........................ between 0.002 and 0.003 sq mm
  Asr flop ratio synth ........................ 0%
  Top area contributor share ........................ 52.8%
  Number of warning messages in the yosys log ........................ 3
  Post-Synthesis Cells ........................ approximately 290
  Number of standard cells reported by yosys ........................ 290
  Largest area contributor in the netlist ........................ dfxtp_1
  Number of distinct standard cells referenced by the synthesized netlist ........................ 37
  Post-synthesis instance area ........................ 0.00277 sq mm
  Seq cells post-synth ........................ 73
  Post-synth tally of flip-flops with integrated enable ........................ 0
  Most common reg cell ........................ dfxtp_1

[Setup path]
  Crit path required time ........................ 3.77 ns
  Standard cell with the maximum stage delay on the critical path ........................ clkdlybuf4s50_1
  Cell Chain, Critical Path ........................ clkdlybuf4s50_1, or2_2, or3_1, a31oi_1
  Max stage delay on crit path ........................ 0.79 ns
  Start-to-end type of the worst setup path ........................ input pin to register
  Reg-to-Reg End ........................ IF_stage.Pc.pc[13]$_SDFFE_PP0N_
  Worst Setup Start Kind ........................ input pin
  Cell type group with the largest total delay on the critical path ........................ simple AND/OR/NAND/NOR gates
  Critical path data arrival time ........................ between 2 and 3 ns
  Critical path buffer and inverter count ........................ 1
  Crit. End Element ........................ register
  R2R cell count ........................ 4
  Critical path startpoint ........................ pc_write_zero
  Largest fanout on the critical path ........................ 19
  Startpoint of the lowest-slack register-to-register path ........................ IF_stage.Pc.pc[4]$_SDFFE_PP0N_
  Worst R2R Setup Slack ........................ 1.51 ns

[Cells and area]
  Share of cells above drive strength 1 ........................ under 10%
  Multi-input combinational cell area ........................ around 0.0011 sq mm
  Filler Cell Count ........................ 584
  Flip-flop and latch area ........................ between 0.001 and 0.0015 sq mm
  Summed area of non-filler cells in the final layout ........................ around 0.0036 sq mm
  Layout overhead on the synthesized area ........................ 30.7%

[Final timing]
  Time the worst path needs with I/O delays and setup ........................ 2.27 ns
  Final Max-Slew Violation Tally ........................ 0
  Worst rel slew slack ........................ 51.2%
  Worst-case clock skew ........................ 0.00709 ns
  Slew at the pin closest to its max-slew limit ........................ between 0.7 and 0.8 ns
  Crit share post-route ........................ 64.8%
  Max Freq ........................ about 440 MHz
  Setup-violating endpoint count in the final report ........................ 0
  RSZ-0062 raised after global routing ........................ false
  Final hold viol count ........................ 0
  Sum Neg Setup Slack ........................ 0 ns

[Clocking]
  Post-CTS Setup Repair Bufs ........................ 0
  Clock tree from TritonCTS ........................ done
  Cell chosen for the clock root ........................ clkbuf_8
  Max clock buf depth ........................ 2
  CTS clock-pin slew for the worst setup and hold paths ........................ 0.07 ns
  Hold-fix buffers, CTS ........................ 0
  Total clock buffers created by CTS ........................ 9
  Resize count post-CTS ........................ 0
  Number of clock sinks ........................ roughly 73
  Htree depth ........................ 3
  Clk Latency, worst-skew pair ........................ roughly 0.34 ns

[Floorplan]
  Floorplan Core Area ........................ roughly 0.0065 sq mm
  Ports placed on the boundary ........................ 85
  Num rows ........................ 29
  Floorplan die height ........................ ~85 um
  Area enclosed by the die boundary ........................ 0.00726 sq mm
  Overall die width ........................ 85.2 um
  Initial Util ........................ 42.4%

[Drt]
  Ant diodes ........................ 0
  Total Routed Length ........................ 5370 um
  Vias after detailed routing ........................ 1,977
  Drt first pass iters ........................ 4
  Detailed router's first-iteration violation count ........................ 68
  Post-route DRC violation count ........................ 0
  Average wire length per cell after detail routing ........................ 12.5 um
  Average vias per placed instance ........................ 4.62
  Post-detailed-route count of antenna-violating nets ........................ 0

[GRT]
  Overflow left after global routing ........................ 0
  Initial antenna violation count ........................ 0
  Number of global-route vias before repair ........................ 1,734
  Wire length of the first global-routing pass ........................ 8650 um
  Overall global routing resource usage ........................ 15.8%
  Pin count of the biggest net entering global routing ........................ 29

[Placed design]
  Global placer's final weighted congestion ........................ 0.832
  Input/output buffers ........................ between 70 and 80
  Post-Place Cell Area ........................ 0.00343 sq mm
  Sum of net half-perimeters after detailed placement ........................ 3640 um

[Hold path]
  Type of the tightest min-delay check ........................ register to register
  Hold Startpoint ........................ IF_stage.IM.instr[7]$_SDFF_PP0_
  Instance count along the most critical hold path ........................ 1
  Endpoint with the worst hold slack ........................ instr_IFp[7]$_SDFF_PP0_

[Job]
  Count of tool warnings ........................ 27
  Max-cap violations ........................ 0

[Outcome]
  Result of the run ........................ complete, no violations

----------------------------------------------------
-- worst max path at each step --
stage                                    end  slack (ns)  cells after the start
global route            pc_IFp[8]$_SDFF_PP0_        1.09                      5
finish        IF_stage.Pc.pc[9]$_SDFFE_PP0N_        1.23                      4
CTS                 instr_IFp[20]$_SDFF_PP0_        1.24                      5
-- cell families after synthesis --
logic type                 synth area share (%)
and+or+nand+nor                            23.0
DFF                                        52.8
buffers and inverters                      9.22
AOI/OAI and AO/OA                          7.87
xor gates and xnor gates                   3.80
muxes                                      1.81
adders and majority gates                  1.36
other                                     0.135
-- cells in the mapped netlist, types with 5 or more instances --
library cell	number
clkbuf_1	10
buf_4	20
o21ai_0	6
nor2_1	32
nor2b_1	7
and2_1	29
xnor2_1	8
a21oi_1	13
inv_1	6
dfxtp_1	73
nand3_1	5
a31oi_1	5
nand2_1	14
mux2i_1	5
buf_2	8
-- final cells by class --
cell class | instances | area share (%)
clock buffer | 9 | 3.42
clock inverter | 6 | 1.66
inverter | 6 | 0.623
multi-input combinational | 179 | 29.8
sequential | 73 | 40.4
tap | 77 | 2.66
timing repair buffer | 78 | 21.4
-- sequential cells by signal (all words and copies together), names as in the netlist --
name / count
instr_IFp: 14
pc_plus4_IFp: 16
pc_IFp: 14
IF_stage.IM.instr: 13
IF_stage.Pc.pc: 16
-- metal layers --
layer / global-route usage (%) / part of all wire, %
met5: 0 / 0
met4: 2.47 / 1.5
met3: 3.46 / 5.1
met2: 23.2 / 44
met1: 25.4 / 49
-- metrics by stage --
stage                     util [%]  setup WS (ns)  hold WS [ns]  power [mW]  std cells
after floorplan                  -           1.70         0.382       0.991        297
after global placement        52.6          0.875         0.410        1.06        413
after detailed placement      52.6          0.885         0.410        1.06        413
after CTS                     55.4           1.24         0.426        1.67        428
after global routing          55.4           1.09         0.443        1.74        428
final                         55.4           1.23         0.425        1.65        428
-- cells in the final DEF, fill, tap and decap left out, types with 5 or more instances in the layout --
cell type | Yosys | routed
nor2_1 | 32 | 32
nand2_1 | 14 | 14
dfxtp_1 | 73 | 73
nand3_1 | 5 | 5
and2_1 | 29 | 29
nor2b_1 | 7 | 7
xnor2_1 | 8 | 8
clkbuf_8 | 0 | 9
o21ai_0 | 6 | 6
a31oi_1 | 5 | 5
a21oi_1 | 13 | 13
mux2i_1 | 5 | 5
inv_1 | 6 | 6
clkdlybuf4s50_1 | 0 | 76
conb_1 | 1 | 8
-- power by group --
group	leakage (nW)	switching [mW]	internal (mW)
Sequential	0.597	0.0270	0.871
Combinational	0.672	0.0534	0.0866
Clock	0.0909	0.296	0.321
Power is estimated from default activity; no workload was simulated.
