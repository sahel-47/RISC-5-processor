File: ./design.v
module ALU(
           input logic[31:0] opr1,
           input logic[31:0] opr2,
           input logic[6:0] ALU_control,
           output logic branch_flag,
           output[31:0] ALU_out
           );
           wire signed[31:0] s_op_1, s_op_2;
           wire SLT, SGTE;
           assign s_op_1 = $signed(opr1);
           assign s_op_2 = $signed(opr2);
           assign SLT = s_op_1 < s_op_2;
           assign SGTE = s_op_1 >= s_op_2;
           assign ALU_out = (ALU_control == 7'b0000000)?(opr1 + opr2):
                            (ALU_control == 7'b0001000)?(opr1 - opr2):
                            (ALU_control == 7'b0000010)?(SLT):
                            (ALU_control == 7'b0010110 || ALU_control == 7'b0000011)?(opr1 < opr2):
                            (ALU_control == 7'b0010101)?(SGTE):
                            (ALU_control == 7'b0010111)?(opr1 >= opr2):
                            (ALU_control == 7'b0000110)?(opr1 | opr2):
                            (ALU_control == 7'b0000100)?(opr1 ^ opr2):
                            (ALU_control == 7'b0000111)?(opr1 & opr2):
                            (ALU_control == 7'b0000001)?(opr1 << opr2):
                            (ALU_control == 7'b0000101)?(opr1 >> opr2):
                            (ALU_control == 7'b0001101)?(opr1 >>> opr2):
                            (ALU_control == 7'b0011111 || ALU_control == 7'b0111111)?(opr1):
                            1'b0;
             assign branch_flag = (ALU_control == 7'b0010000)?(opr1 == opr2):
                           (ALU_control == 7'b0010001)?(opr1 != opr2):
                           (ALU_control == 7'b0000010)?(SLT):
                           (ALU_control == 7'b0010101)?(SGTE):
                           (ALU_control == 7'b0010110)?(opr1 < opr2):
                           (ALU_control == 7'b0010111)?(opr1 >= opr2):
                           1'b0;
endmodule              
module ALU_top(
               input reset,
               input logic[31:0] read_reg1,
               input logic[31:0] read_reg2,
               input logic[31:0] EX_MEM_rd,
               input logic[31:0] MEM_WB_rd,
               input logic alu_src,
               input logic[6:0] ALU_control,
               input logic reg_we_M,
               input logic reg_we_W,
               input logic[4:0] rd_M,
               input logic[4:0] rd_W,
               input logic[4:0] rs1_E,
               input logic[4:0] rs2_E,
               input logic[31:0] imm32_final,
               output logic[31:0] ALU_out,
               output logic branch_flag
               );
               wire[31:0] opr1, opr2, mux2_result;
               wire[1:0] forward_A, forward_B;
               ALU ab(
                      .opr1(opr1),
                      .opr2(opr2),
                      .ALU_control(ALU_control),
                      .branch_flag(branch_flag),
                      .ALU_out(ALU_out)
                      );
                mux1 m1(
                        .read_reg1(read_reg1),
                        .EX_MEM_rd(EX_MEM_rd),
                        .MEM_WB_rd(MEM_WB_rd),
                        .forward_A(forward_A),
                        .opr1(opr1)
                        );
                mux2 m2(
                        .read_reg2(read_reg2),
                        .EX_MEM_rd(EX_MEM_rd),
                        .MEM_WB_rd(MEM_WB_rd),
                        .forward_B(forward_B),
                        .mux2_result(mux2_result)
                        );
                mux3 m3(
                        .imm32_final(imm32_final),
                        .mux2_result(mux2_result),
                        .alu_src(alu_src),
                        .opr2(opr2)
                        );
                forward_unit forwardUnit(
                                        .reg_we_M(reg_we_M),
                                        .reg_we_W(reg_we_W),
                                        .rd_M(rd_M),
                                        .rd_W(rd_W),
                                        .rs1_E(rs1_E),
                                        .rs2_E(rs2_E),
                                        .forward_A(forward_A),
                                        .forward_B(forward_B),
                                        .reset(reset)
                                        );
endmodule
module execution_pipeline(
                        input clk,
                        input reset,
                        input logic reg_we_E,
                        input logic reg_we_W,
                        input logic mem_we_E,
                        input logic mem_re_E,
                        input logic branch_E,
                        input logic mem_to_reg_E,
                        input logic alu_src_E,
                        input logic[4:0] rd_W,
                        input logic[6:0] ALU_control_E,
                        input logic[2:0] mem_read_type_E,
                        input logic[1:0] mem_store_type_E,
                        input logic[4:0] rs1_E,
                        input logic[4:0] rs2_E,
                        input logic[4:0] rd_E,
                        input logic[31:0] imm32_final_E,
                        input logic[15:0] pc_E,
                        input logic[15:0] pc_plus4E,
                        input logic[31:0] read_reg1_E,
                        input logic[31:0] read_reg2_E,
                        input logic[15:0] dest_pc_E,
                        input logic[31:0] ALU_out_W,
                        output logic branch_flag_M,
                        output logic branch_M,
                        output logic reg_we_M,
                        output logic mem_we_M,
                        output logic mem_re_M,
                        output logic mem_to_reg_M,
                        output logic[4:0] rd_M,
                        output logic[15:0] pc_plus4M,
                        output logic[31:0] ALU_out_M,
                        output logic[15:0] dest_pc_M,
                        output logic[2:0] mem_read_type_M,
                        output logic[1:0] mem_store_type_M,
                        output logic[31:0] reg2_din_M
                        );
                        wire[31:0] ALU_out_E;
                        wire branch_flag_E;
                        logic[31:0] ALU_out_Ep;
                        logic branch_flag_Ep;
                        logic branch_Ep;
                        logic reg_we_Ep;
                        logic mem_we_Ep;
                        logic mem_re_Ep;
                        logic mem_to_reg_Ep;
                        logic[4:0] rd_Ep;
                        logic[15:0] pc_plus4Ep;
                        logic[15:0] dest_pc_Ep;
                        logic[2:0] mem_read_type_Ep;
                        logic[1:0] mem_store_type_Ep;
                        logic[31:0] reg2_din_Ep;
                        ALU_top alu_top(
                                        .reset(reset),
                                        .read_reg1(read_reg1_E),
                                        .read_reg2(read_reg2_E),
                                        .EX_MEM_rd(ALU_out_M),
                                        .MEM_WB_rd(ALU_out_W),
                                        .alu_src(alu_src_E),
                                        .ALU_control(ALU_control_E),
                                        .reg_we_M(reg_we_M),
                                        .reg_we_W(reg_we_W),
                                        .rd_M(rd_M),
                                        .rd_W(rd_W),
                                        .rs1_E(rs1_E),
                                        .rs2_E(rs2_E),
                                        .imm32_final(imm32_final_E),
                                        .ALU_out(ALU_out_E),
                                        .branch_flag(branch_flag_E)
                                        );
                                        always @(posedge clk or posedge reset) begin
                                                if(reset == 1'b1) begin
                                                         branch_flag_Ep <= 0;
                                                         branch_Ep <= 0;
                                                         reg_we_Ep <= 0;
                                                         mem_we_Ep <= 0;
                                                         mem_re_Ep <= 0;
                                                         mem_to_reg_Ep <= 0;
                                                         rd_Ep <= 0;
                                                         pc_plus4Ep <= 0;
                                                         ALU_out_Ep <= 0;
                                                         dest_pc_Ep <= 0;
                                                         mem_read_type_Ep <= 0;
                                                         mem_store_type_Ep <= 0;
                                                         reg2_din_Ep <= 0;
                                                 end   
                                                 else begin
                                                         ALU_out_Ep <= ALU_out_E;
                                                         branch_flag_Ep <= branch_flag_E;
                                                         branch_Ep <= branch_E;
                                                         reg_we_Ep <= reg_we_E;
                                                         mem_we_Ep <=  mem_we_E;
                                                         mem_re_Ep <= mem_re_E;
                                                         mem_to_reg_Ep <= mem_to_reg_E;
                                                         rd_Ep <= rd_E;
                                                         pc_plus4Ep <= pc_plus4E;
                                                         ALU_out_Ep <= ALU_out_E;
                                                         dest_pc_Ep <= dest_pc_E; 
                                                         mem_read_type_Ep <=  mem_read_type_E;
                                                         mem_store_type_Ep <= mem_store_type_E;
                                                         reg2_din_Ep <=  read_reg2_E;     
                                                end
                                        end
                                       assign branch_flag_M = branch_flag_Ep;
                                       assign  branch_M = branch_Ep;
                                       assign  reg_we_M = reg_we_Ep;
                                       assign  mem_we_M = mem_we_Ep;
                                       assign  mem_re_M = mem_re_Ep;
                                       assign  mem_to_reg_M = mem_to_reg_Ep;
                                       assign  rd_M = rd_Ep;
                                       assign  pc_plus4M = pc_plus4Ep;
                                       assign  ALU_out_M = ALU_out_Ep;
                                       assign  dest_pc_M = dest_pc_Ep;
                                       assign mem_read_type_M = mem_read_type_Ep;
                                       assign mem_store_type_M = mem_store_type_Ep;
                                       assign reg2_din_M =  reg2_din_Ep;
endmodule
module forward_unit(
                    input logic reset,
                    input logic reg_we_M,
                    input logic reg_we_W,
                    input logic[4:0] rd_M,   
                    input logic[4:0] rd_W,
                    input logic[4:0] rs1_E,
                    input logic[4:0] rs2_E,
                    output logic[1:0] forward_A,
                    output logic[1:0] forward_B
                    );
                    assign forward_A = (reset == 1'b0)?2'b00:
                                       ((reg_we_M == 1'b1) && (rd_M != 5'b00000) && (rd_M == rs1_E))?2'b10:
                                       ((reg_we_W == 1'b1) && (rd_W != 5'b00000) && (rd_W == rs1_E) && ~(reg_we_M == 1'b1) && (rd_M != 5'b00000) && (rd_M == rs1_E))?2'b01:
                                       0;
                    assign forward_B = (reset == 1'b0)?2'b00:
                                       ((reg_we_M == 1'b1) && (rd_M != 5'b00000) && (rd_M == rs2_E))?2'b10:
                                       ((reg_we_W == 1'b1) && (rd_W != 5'b00000) && (rd_W == rs2_E) && ~(reg_we_M == 1'b1) && (rd_M != 5'b00000) && (rd_M == rs2_E))?2'b01:
                                       0;
endmodule
module mux1(
            input logic[31:0] read_reg1,
            input logic[31:0] EX_MEM_rd,
            input logic[31:0] MEM_WB_rd,
            input logic[1:0] forward_A,
            output logic[31:0] opr1
            );
            assign opr1 = (forward_A == 2'b00)?read_reg1:
                          (forward_A == 2'b10)?EX_MEM_rd:
                          (forward_A == 2'b01)?MEM_WB_rd:
                          0;
endmodule
module mux2(
            input logic[31:0] read_reg2,
            input logic[31:0] EX_MEM_rd,
            input logic[31:0] MEM_WB_rd,
            input logic[1:0] forward_B,
            output logic[31:0] mux2_result
            );
            assign mux2_result = (forward_B == 2'b00)?read_reg2:
                                 (forward_B == 2'b10)?EX_MEM_rd:
                                 (forward_B == 2'b01)?MEM_WB_rd:
                                 0;
endmodule
module mux3(
            input logic[31:0] imm32_final,
            input logic[31:0] mux2_result,   
            input logic alu_src,
            output logic[31:0] opr2
            );
            assign opr2 = (alu_src == 1'b0)?mux2_result:
                          (alu_src == 1'b1)?imm32_final:
                          0;
endmodule
File: ./run.sh
#!/bin/bash
# OpenROAD 26Q1-2900-gdf79404cd8, Yosys 0.63+post, stock flow scripts
make -C /OpenROAD-flow-scripts/flow DESIGN_CONFIG=/design/flow/config.mk WORK_HOME=/design/flow/orfs finish
File: ./config.mk
export PLATFORM = sky130hd
export DESIGN_NAME = execution_pipeline
export DESIGN_NICKNAME = execution_pipeline
export VERILOG_FILES = /design/flow/design.v
export SDC_FILE = /design/flow/constraint.sdc
export NUM_CORES = 4
export LEC_CHECK = 1
export CORE_UTILIZATION = 30
File: ./constraint.sdc
current_design execution_pipeline

set clk_period 14.2
set clk_io_pct 0.2

create_clock -name clk0 -period $clk_period [get_ports {clk}]

set non_clock_inputs [all_inputs -no_clocks]
set_input_delay [expr $clk_period * $clk_io_pct] -clock clk0 $non_clock_inputs
set_output_delay [expr $clk_period * $clk_io_pct] -clock clk0 [all_outputs]
==> results_slide.txt <==
Flow Results at a Glance

Drt
  – DRC errors left: 0
  – DR WL/cell: 30.62 um
  – Vias per cell: 6.172
  – Vias post-DR: 16,360
  – Antenna-violating nets left: 0
  – DRT Pass-1 Iters: 6
  – Initial DRC count: roughly 1,800
  – Wirelength, routed: 81.15 mm

Placed design
  – DP Area: 17,650 sq um
  – Post-DP HPWL: 64.25 mm
  – Port Buffer Count: 312
  – Cells after DPL: approximately 2,600
  – Routability Congestion: around 1.0

Clocking
  – Reg clk slew, reported paths: approximately 80 ps
  – CTS tree: done
  – H-tree levels: 3
  – CTS max path bufs: 2
  – Clock latency (worst-skew pair): around 380 ps
  – CTS Hold Bufs: 0
  – # Post-CTS Setup Buffers: 0
  – Post-CTS sizing: 0
  – CTS Buf Count: 9
  – Clk sink count: between 100 and 150
  – CTS root buf: clkbuf_16

Logic synthesis
  – # Cells Yosys: around 1,800
  – EDFF count, synth: 0
  – Dominant flop cell: dfrtp_1
  – Share of the yosys chip area belonging to registers: 0.2011
  – Mapped Area: roughly 14,000 sq um
  – Area reported by Yosys stat: 13,940 sq um
  – Avg Synthesized Cell Area: between 7 and 8 sq um
  – Fraction of registers with async set/reset: 1.000
  – Cell Type Count: 90
  – Gate Count Post-Synth: 1,805
  – Synth Register Bits: 112
  – Synth Warn #: 1

Flow run
  – Max Cap Violations: 0
  – Log Warnings: ~100

Die
  – Total die area: 47,330 sq um
  – Die height: roughly 220 um
  – Cell Rows: 78
  – Core ar.: 45,580 sq um
  – Chip Width: roughly 220 um
  – IO Count: roughly 330
  – FP Core Util: 0.3059

STA
  – Period utilization: 0.7204
  – Minimum clock period after layout: 10,230 ps
  – Max-Slew Margin vs Limit: 0.3843
  – RSZ-0062 raised after global routing: false
  – Worst-Margin Slew: 911.9 ps
  – Fin. max-slew vios: 0
  – Hold Fails Final Rpt: 0
  – Maximum clock rate: 97.75 MHz
  – Final-report setup violation count: 0
  – Post-route clock skew: 10.43 ps
  – Setup TNS Final: 0 ps

Power
  – Pleak: 7.362 nW
  – PD cells: about 72 nW/um^2
  – Net Sw Power: 0.0005450 W
  – Comb pwr share: 0.510
  – Clock power frac: 0.214
  – Final Power: 0.001298 W
  – Maximum VDD drop: about 0.08 mV
  – Int Pwr: 0.0007535 W
  – Flop pwr share: 0.276
  – Net Sw Frac: 0.4197

Worst hold path
  – HP Class: flop to flop

Setup path
  – Crit Path Category: input port to flop
  – Max FO, Critical Path: 39
  – FF-to-FF End: ALU_out_Ep[0]$_DFF_PP0_
  – CP most frequent cell: a21o_1
  – Crit path arrival time: 10,450 ps
  – CP peak stage delay: 740 ps
  – Worst reg2reg path depth: 22
  – Crit path capture type: flop
  – FF-to-FF setup slack: 6510 ps
  – Worst setup startpoint: rd_W[2]
  – Data required, critical path: approximately 14,000 ps
  – CP Cell Sequence: clkdlybuf4s50_1, xnor2_1, nand3_1, or4_4, o311ai_1, a2bb2oi_4, inv_2, buf_4, ha_1, inv_1, fa_1, a21o_1, a21o_1, a21o_1, a21oi_1, a21o_1, o21a_1, a21boi_0, a21o_1, a31oi_1, a31o_2, o21ba_2, a211oi_1
  – R2r startpoint: rd_Ep[1]$_DFF_PP0_
  – Startpoint Class: input port
  – Slowest-stage cell, CP: or4_4
  – Critical Path Sink: ALU_out_Ep[0]$_DFF_PP0_

Final layout
  – Top cells excl fill/tap: clkdlybuf4s50_1 (311), nor2_1 (164), nand2_1 (142)
  – Finished Layout Cells: 2,650
  – Area growth from synthesis to layout: 28.88%
  – Cell area after layout: ~18,000 sq um
  – Fraction of layout cells with a size suffix above 1: 0.07764
  – Commonest Layout Cell: clkdlybuf4s50_1

Global routing
  – First-pass GRT wire length: 115.1 mm
  – GRT Overall Usage: 0.3429
  – Gr ovfl total: 0
  – Antenna violations before repair: 2
  – Pin count of the biggest net entering global routing: 61
  – Vias in the first global route: 15,390

Status
  – Status: completed
## cells in the mapped netlist (all sizes together) (11+ instances only)
library cell	instances	area share
a211oi	17	0.0092
a21o	28	0.015
a21oi	129	0.047
a221o	20	0.014
a221oi	13	0.0082
a22oi	15	0.0081
a2bb2oi	20	0.014
a31oi	25	0.011
buf	65	0.026
clkbuf	75	0.020
dfrtp	112	0.20
ha	96	0.086
inv	111	0.030
mux2	36	0.029
mux2i	99	0.071
nand2	142	0.038
nand2b	17	0.0076
nand3	41	0.015
nand4	12	0.0054
nor2	166	0.045
nor3	45	0.017
nor4	18	0.0092
o211ai	32	0.017
o21ai	120	0.044
o21bai	16	0.0086
o221ai	25	0.016
o22a	57	0.036
o22ai	59	0.028
or4	11	0.0067
xnor2	20	0.013
## per-stage QoR
step	utilization	hold slack (ps)	worst slack, ps
2_1_floorplan	-	777.1	3955
3_3_place_gp	0.3872	1049	3902
3_5_place_dp	0.3872	1040	3856
4_1_cts	0.3941	1058	4243
5_1_grt	0.3941	1117	3661
6_report	0.3942	1064	3970
## cell type report
class                   instances  area (sq um)
diodes                          2         5.005
clock buffers                  11         252.7
clock inverters                 5         61.31
fillers                      4636         27610
inverters                     112         422.9
multi-input cells            1441         10140
flip-flops and latches        112          2803
well taps                     600         750.7
repair buffers                367          3531
## per-layer routing
layer | vias to the layer above | GRT usage | share of wire | wire [um]
met5 | - | 0 | 0 | 0
met4 | 0 | 0.1284 | 0.046 | 3744
met3 | 154 | 0.07251 | 0.099 | 8061
met2 | 1041 | 0.5257 | 0.44 | 35910
met1 | 7899 | 0.4753 | 0.41 | 33430
li1 | 7261 | - | - | -
## critical path: cells and delay by family
| kind | cells | cell delay, ps |
|---|---|---|
| compound gates | 14 | 4520 |
| buf+inv | 4 | 1200 |
| simple gates | 2 | 920 |
| fa+ha+maj | 2 | 770 |
| xor+xnor | 1 | 140 |
## how the worst min path moves through the flow
stage	from	cells past startpoint	end	slack [ps]
CTS	ALU_out_Ep[19]$_DFF_PP0_	4	ALU_out_Ep[19]$_DFF_PP0_	1060
global route	ALU_out_Ep[19]$_DFF_PP0_	4	ALU_out_Ep[19]$_DFF_PP0_	1120
finish	ALU_out_Ep[19]$_DFF_PP0_	4	ALU_out_Ep[19]$_DFF_PP0_	1060
## cell families after synthesis
kind of cell / share of synthesized area
simple gates: 0.1642
xor+xnor: 0.01885
fa+ha+maj: 0.08904
buf+inv: 0.07594
mux: 0.1034
flops: 0.2011
compound gates: 0.3475
## flip-flops by register name, summed over array words and instances, names as in the netlist
register	cells
rd_Ep	5
ALU_out_Ep	32
mem_store_type_Ep	2
mem_re_Ep	1
pc_plus4Ep	16
mem_we_Ep	1
mem_to_reg_Ep	1
reg2_din_Ep	32
mem_read_type_Ep	3
reg_we_Ep	1
branch_Ep	1
dest_pc_Ep	16
branch_flag_Ep	1
## power by group through the flow
stage     Clock (W)  Sequential [W]  Combinational, W
4_1_cts    0.000285        0.000357          0.000647
5_1_grt    0.000294        0.000360          0.000703
6_report   0.000278        0.000358          0.000663
No activity file was given, so power comes from the tool's default toggle rates.
